File: design/flow/design.v
module LCD_Controller (	 
						iDATA,iRS,
						iStart,oDone,
						iCLK,iRST_N,
						LCD_DATA,
						LCD_RW,
						LCD_EN,
						LCD_RS	);
parameter	CLK_Divide	=	16;
input	[7:0]	iDATA;
input	iRS,iStart;
input	iCLK,iRST_N;
output	reg		oDone;
output	[7:0]	LCD_DATA;
output	reg		LCD_EN;
output			LCD_RW;
output			LCD_RS;
reg		[4:0]	Cont;
reg		[1:0]	ST;
reg		preStart,mStart;
assign	LCD_DATA	=	iDATA; 
assign	LCD_RW		=	1'b0;
assign	LCD_RS		=	iRS;
always@(posedge iCLK or negedge iRST_N)
begin
	if(!iRST_N)
	begin
		oDone	<=	1'b0;
		LCD_EN	<=	1'b0;
		preStart<=	1'b0;
		mStart	<=	1'b0;
		Cont	<=	0;
		ST		<=	0;
	end
	else
	begin
		preStart<=	iStart;
		if({preStart,iStart}==2'b01)
		begin
			mStart	<=	1'b1;
			oDone	<=	1'b0;
		end
		if(mStart)
		begin
			case(ST)
			0:	ST	<=	1;	 
			1:	begin
					LCD_EN	<=	1'b1;
					ST		<=	2;
				end
			2:	begin					
					if(Cont<CLK_Divide)
					Cont	<=	Cont+1;
					else
					ST		<=	3;
				end
			3:	begin
					LCD_EN	<=	1'b0;
					mStart	<=	1'b0;
					oDone	<=	1'b1;
					Cont	<=	0;
					ST		<=	0;
				end
			endcase
		end
	end
end
endmodule
module	LCD_TEST (	 
					iCLK,iRST_N,
					d0x0,d0x1,d0x2,d0x3,d0x4,d0x5,d1x0,d1x1,d1x2,d1x3,d1x4,d1x5,
					LCD_DATA,LCD_RW,LCD_EN,LCD_RS	);
input			iCLK,iRST_N;
input  [7:0] d0x0,d0x1,d0x2,d0x3,d0x4,d0x5,d1x0,d1x1,d1x2,d1x3,d1x4,d1x5;
output	[7:0]	LCD_DATA;
output			LCD_RW,LCD_EN,LCD_RS;
reg	[5:0]	LUT_INDEX;
reg	[8:0]	LUT_DATA;
reg	[5:0]	mLCD_ST;
reg	[17:0]	mDLY;
reg			mLCD_Start;
reg	[7:0]	mLCD_DATA;
reg			mLCD_RS;
wire		mLCD_Done;
parameter	LCD_INTIAL	=	0;
parameter	LCD_RESTART	=	4;
parameter	LCD_LINE1	=	5;
parameter	LCD_CH_LINE	=	LCD_LINE1+16;
parameter	LCD_LINE2	=	LCD_LINE1+16+1;
parameter	LUT_SIZE	=	LCD_LINE2+16-1;
always@(posedge iCLK or negedge iRST_N)
begin
	if(!iRST_N)
	begin
		LUT_INDEX	<=	0;
		mLCD_ST		<=	0;
		mDLY		<=	0;
		mLCD_Start	<=	0;
		mLCD_DATA	<=	0;
		mLCD_RS		<=	0;
	end
	else
	begin
		begin
			case(mLCD_ST)
			0:	begin
					mLCD_DATA	<=	LUT_DATA[7:0];
					mLCD_RS		<=	LUT_DATA[8];
					mLCD_Start	<=	1;
					mLCD_ST		<=	1;
				end
			1:	begin
					if(mLCD_Done)
					begin
						mLCD_Start	<=	0;
						mLCD_ST		<=	2;					
					end
				end
			2:	begin
					if(mDLY<18'h3FFFE)
					mDLY	<=	mDLY+1;
					else
					begin
						mDLY	<=	0;
						mLCD_ST	<=	3;
					end
				end
			3:	begin
					if(LUT_INDEX<LUT_SIZE)
						LUT_INDEX	<=	LUT_INDEX+1;
					else
						LUT_INDEX	<=	LCD_RESTART;
					mLCD_ST	<=	0;
				end
			endcase
		end
	end
end
function [8:0] hex2char;
	input [3:0] h;
	hex2char = (h>9 ? 9'h137 : 9'h130) + h;	
endfunction
always
begin
	case(LUT_INDEX)
	LCD_INTIAL+0:	LUT_DATA	<=	9'h038;
	LCD_INTIAL+1:	LUT_DATA	<=	9'h00C;
	LCD_INTIAL+2:	LUT_DATA	<=	9'h001;
	LCD_INTIAL+3:	LUT_DATA	<=	9'h006;
	LCD_INTIAL+4:	LUT_DATA	<=	9'h080;
	LCD_LINE1+0:	LUT_DATA	<=	hex2char(d0x0[ 7: 4]);
	LCD_LINE1+1:	LUT_DATA	<=	hex2char(d0x0[ 3: 0]);
	LCD_LINE1+2:	LUT_DATA	<=	9'h120;
	LCD_LINE1+3:	LUT_DATA	<=	hex2char(d0x1[ 7: 4]);             
	LCD_LINE1+4:	LUT_DATA	<=	hex2char(d0x1[ 3: 0]);
	LCD_LINE1+5:	LUT_DATA	<=	9'h120;
	LCD_LINE1+6:	LUT_DATA	<=	hex2char(d0x2[ 7: 4]);           
	LCD_LINE1+7:	LUT_DATA	<=	hex2char(d0x2[ 3: 0]);
	LCD_LINE1+8:	LUT_DATA	<=	9'h120;
	LCD_LINE1+9:	LUT_DATA	<=	hex2char(d0x3[ 7: 4]);          
	LCD_LINE1+10:	LUT_DATA	<=	hex2char(d0x3[ 3: 0]);
	LCD_LINE1+11:	LUT_DATA	<=	9'h120;
	LCD_LINE1+12:	LUT_DATA	<=	hex2char(d0x4[ 7: 4]);             
	LCD_LINE1+13:	LUT_DATA	<=	hex2char(d0x4[ 3: 0]);
	LCD_LINE1+14:	LUT_DATA	<=	9'h120;
	LCD_LINE1+15:	LUT_DATA	<=	hex2char(d0x5[ 3: 0]);
	LCD_CH_LINE:	LUT_DATA	<=  9'h0C0;	                    
	LCD_LINE2+0:	LUT_DATA	<=	hex2char(d1x0[ 7: 4]);
	LCD_LINE2+1:	LUT_DATA	<=	hex2char(d1x0[ 3: 0]);
	LCD_LINE2+2:	LUT_DATA	<=	9'h120;
	LCD_LINE2+3:	LUT_DATA	<=	hex2char(d1x1[ 7: 4]);             
	LCD_LINE2+4:	LUT_DATA	<=	hex2char(d1x1[ 3: 0]);
	LCD_LINE2+5:	LUT_DATA	<=	9'h120;
	LCD_LINE2+6:	LUT_DATA	<=	hex2char(d1x2[ 7: 4]);           
	LCD_LINE2+7:	LUT_DATA	<=	hex2char(d1x2[ 3: 0]);
	LCD_LINE2+8:	LUT_DATA	<=	9'h120;
	LCD_LINE2+9:	LUT_DATA	<=	hex2char(d1x3[ 7: 4]);          
	LCD_LINE2+10:	LUT_DATA	<=	hex2char(d1x3[ 3: 0]);
	LCD_LINE2+11:	LUT_DATA	<=	9'h120;
	LCD_LINE2+12:	LUT_DATA	<=	hex2char(d1x4[ 7: 4]);             
	LCD_LINE2+13:	LUT_DATA	<=	hex2char(d1x4[ 3: 0]);
	LCD_LINE2+14:	LUT_DATA	<=	9'h120;
	LCD_LINE2+15:	LUT_DATA	<=	hex2char(d1x5[ 3: 0]);
	default:	    LUT_DATA	<=	9'h120;
	endcase
end
LCD_Controller 		u0	(	 
							.iDATA(mLCD_DATA),
							.iRS(mLCD_RS),
							.iStart(mLCD_Start),
							.oDone(mLCD_Done),
							.iCLK(iCLK),
							.iRST_N(iRST_N),
							.LCD_DATA(LCD_DATA),
							.LCD_RW(LCD_RW),
							.LCD_EN(LCD_EN),
							.LCD_RS(LCD_RS)	);
endmodule
module MUX_2X1 #(parameter BITS=3 )(
input [BITS-1:0] i0,
input [BITS-1:0] i1,
input sel,
output reg [BITS-1:0] out_mux);
	always@(*)
		if(sel == 0)
			out_mux= i0;
		else
			out_mux = i1;
endmodule
`default_nettype none  
module Mod_Teste (
input CLOCK_27, CLOCK_50,
input [3:0] KEY,
input [17:0] SW,
output [0:6] HEX0, HEX1, HEX2, HEX3, HEX4, HEX5, HEX6, HEX7,
output [8:0] LEDG,
output [17:0] LEDR,
output UART_TXD,
input UART_RXD,
inout [7:0] LCD_DATA,
output LCD_ON, LCD_BLON, LCD_RW, LCD_EN, LCD_RS,
inout [35:0] GPIO_0, GPIO_1
);
assign GPIO_1 = 36'hzzzzzzzzz;
assign GPIO_0 = 36'hzzzzzzzzz;
assign LCD_ON = 1'b1;
assign LCD_BLON = 1'b1;
wire [7:0] w_d0x0, w_d0x1, w_d0x2, w_d0x3, w_d0x4, w_d0x5,
w_d1x0, w_d1x1, w_d1x2, w_d1x3, w_d1x4, w_d1x5;
LCD_TEST MyLCD (
.iCLK ( CLOCK_50 ),
.iRST_N ( KEY[0] ),
.d0x0(w_d0x0),.d0x1(w_d0x1),.d0x2(w_d0x2),.d0x3(w_d0x3),.d0x4(w_d0x4),.d0x5(w_d0x5),
.d1x0(w_d1x0),.d1x1(w_d1x1),.d1x2(w_d1x2),.d1x3(w_d1x3),.d1x4(w_d1x4),.d1x5(w_d1x5),
.LCD_DATA( LCD_DATA ),
.LCD_RW ( LCD_RW ),
.LCD_EN ( LCD_EN ),
.LCD_RS ( LCD_RS )
);
assign LEDG[0] = KEY[1];  
MUX_2X1 #(4) myMux(  
.i0(SW[3:0]), 
.i1(SW[7:4]), 
.sel(SW[17]), 
.out_mux(LEDR[7:0])
);
endmodule
File: design/flow/run.sh
#!/bin/bash
# OpenROAD 26Q1-2900-gdf79404cd8, Yosys 0.63+post, stock flow scripts
make -C /OpenROAD-flow-scripts/flow DESIGN_CONFIG=/design/flow/config.mk WORK_HOME=/design/flow/orfs finish
File: design/flow/config.mk
export PLATFORM = sky130hd
export DESIGN_NAME = Mod_Teste
export DESIGN_NICKNAME = Mod_Teste
export VERILOG_FILES = /design/flow/design.v
export SDC_FILE = /design/flow/constraint.sdc
export NUM_CORES = 4
export LEC_CHECK = 1
export CORE_UTILIZATION = 40
File: design/flow/constraint.sdc
current_design Mod_Teste

set clk_period 2.4
set clk_io_pct 0.2

create_clock -name clk0 -period $clk_period [get_ports {CLOCK_50}]

set non_clock_inputs [all_inputs -no_clocks]
set_input_delay [expr $clk_period * $clk_io_pct] -clock clk0 $non_clock_inputs
set_output_delay [expr $clk_period * $clk_io_pct] -clock clk0 [all_outputs]
==> impl_metrics.tcl <==
# metrics dict for downstream scripts
set metrics [dict create \
    status "did not finish" \
    lastStage "4_1_cts" \
    tool.error "[error] [KeplerFormal.cpp:679] Workflow failed: Iso has multiple drivers: .LCD_DATA0, LCD_DATA[0]$_DFFE_PN0P_.Q0" \
    post_cts_resized 0 \
    cts_buffers 5 \
    clkSinkCount 51 \
    synth-edff-count 0 \
    fp.dieH_um 98.9 \
    ios 194 \
    ys_area_um2 3750 \
    placement_rows 34 \
    portBuffers 16 \
    yosysWarnings 169 \
    netlist_instances 418 \
    clock-root-buffer "clkbuf_8" \
    synth-main-ff-cell "dfrtp_1" \
    yosysUniqueCellTypes 50 \
    h-tree-depth 2 \
    initCoreUtil_pct 42.2 \
    globalplace.congestion 0.786 \
    ys.flops 51 \
    cts_hold_buf 0 \
    synth_stat.cells 418 \
    hpwl_mm 3.88 \
    cts_setup_buffers 0 \
    die_x_um 98.9 \
    syn_area_um2 3750 \
    synthArstFlopShare_pct 100 \
    synth_seq_share_pct 34.1 \
    clk_path_buf_depth 2 \
    syn-mean-instance-area_um2 8.98 \
]
==> logic make-up after synthesis <==
family	synth area share [%]
adder cells (fa/ha/maj)	2.33
buffers and inverters	33.6
multiplexers	2.87
XOR/XNOR	2.57
AND-OR/OR-AND	10.6
AND/OR/NAND/NOR	13.8
other	0.200
flip-flops	34.1
==> metrics by stage <==
stage          area (um2)  util [%]  setup WS, ns  std cells
2_1_floorplan        4320         -         0.537        570
3_5_place_dp         3440      38.7         0.126        533
3_3_place_gp         3440      38.7         0.128        533
==> cell usage after synthesis (all sizes together) (5+ instances only) <==
cell	instances	area, um2
buf	159	1180
dfrtp	49	1230
nand2	23	86.3
nor2	22	82.6
inv	14	52.6
o21ai	14	70.1
a21oi	13	65.1
nand3	10	50.1
nor3	8	40.0
clkbuf	7	26.3
ha	7	87.6
nand4	7	50.1
xnor2	7	61.3
mux2	6	67.6
nand2b	6	37.5
nor4	6	50.0
a31oi	5	31.3
