### design/flow/run.sh
#!/bin/bash
# OpenROAD 26Q1-2900-gdf79404cd8, Yosys 0.63+post, stock flow scripts
make -C /OpenROAD-flow-scripts/flow DESIGN_CONFIG=/design/flow/config.mk WORK_HOME=/design/flow/orfs finish
### design/flow/config.mk
export PLATFORM = sky130hd
export DESIGN_NAME = ULA
export DESIGN_NICKNAME = ULA
export VERILOG_FILES = /design/flow/design.v
export SDC_FILE = /design/flow/constraint.sdc
export NUM_CORES = 4
export LEC_CHECK = 1
export CORE_AREA = 10 10 73 73
export DIE_AREA = 0 0 83 83
### design/flow/constraint.sdc
current_design ULA

set clk_period 3.7
set clk_io_pct 0.2

create_clock -name clk0 -period $clk_period

set non_clock_inputs [all_inputs -no_clocks]
set_input_delay [expr $clk_period * $clk_io_pct] -clock clk0 $non_clock_inputs
set_output_delay [expr $clk_period * $clk_io_pct] -clock clk0 [all_outputs]
### design/flow/design.v
module ULA (
input [7:0] SrcA,  
input [7:0] SrcB,  
input [2:0] ULAControl,  
  output reg [7:0] ULAResult, output reg Zero);
	always@(*)
		begin	
		case(ULAControl)
			3'b000	:	ULAResult = SrcA + SrcB;  
			3'b001	:	ULAResult = SrcA + ~SrcB + 1;  
			3'b010	:	ULAResult = SrcA & SrcB;  
			3'b011	:	ULAResult = SrcA | SrcB;  
				3'b100	:	ULAResult = SrcA ^ SrcB;  
			3'b101	:	begin
								if(SrcA < SrcB)
									ULAResult = 1;
								else
									ULAResult = 0;
							end
			default	:	ULAResult = 0;
	endcase
    if(ULAResult == 0)
		Zero = 1;
	else
		Zero = 0;
	end
endmodule
==> summary.txt <==
Implementation progress

STA classifies the critical path endpoint as a primary output. The number of diodes stands at 0. The worst IR drop on VDD stands at 0.0571 mV. In this run the tool buffered the top-level ports with 28 buffer cells.

The synthesized netlist was found by Yosys to have 163 cells. The final worst slack stands at 0.0949 ns. For this run, the register share of the synthesized area comes to 0.

The net switching share of the total power stands at 0.424. The total die area stands at 6890 um2. The sequential cell fraction of total power stands at 0. The detailed-router iteration count before antenna repair stands at 4. The final routed wire length divided by cell count stands at 13.8 um.

According to the floorplan report, the die width is 83 um. The remaining global-route overflow stands at 0. For this design, the CTS-stage hold fixing added 0 buffers. The total power of the final layout stands at 326 uW. In this run the mean area of a mapped cell was 7.38 um2. The cell sequence reported for the critical path is dlygate4sd2_1 -> buf_4 -> ha_2 -> a211oi_2 -> or3b_4 -> and3_4 -> o211ai_2 -> nand3_2 -> buf_4 -> clkdlybuf4s50_1. The run reported a max-capacitance violation count of 0. Per the synthesis report, the dominant area consumer among library cells is ha_1. Sorting the synthesized cells by area gives the leading types as ha_1 (26%), inv_1 (6.5%), o211ai_1 (4.4%).

The number of cells on the worst hold path stands at 8. Of the post-synthesis cell area, the dominant cell type holds 0.260. The internal power stands at 188 uW. The worst setup path is launched from a primary input. The critical path in this run is classified as primary input to primary output. The launch point of the critical path was reported as SrcA[2]. The via-per-instance ratio stands at 5.03.

The relative slew slack stands at 0.753. The transition time at the pin with the least slew margin stands at 0.365 ns. The stage logs contain a warning count of 49. Timing would allow up to 277 MHz.

The total instance count after detailed placement stands at 297. Excluding fillers, the count of instances in the completed layout stands at 307. The finished cells cover 2300 um2. The largest net degree at the start of global routing stands at 11.

The share of cells above drive strength 1 stands at 0.537. Per STA, the library cell used most along the worst path is buf_4. The HPWL reported at the end of detailed placement stands at 3.49 mm.

The initial antenna violation count is 0. The final-report max-slew violation count stands at 0. The final routed DRC violation total stands at 0.

The power per unit of standard cell area stands at 142 nW/um2. The number of global-route vias before repair is 1560. The detailed router placed 1544 vias in this run. The wire length of the first global-routing pass stands at 7.33 mm.

Registers take 0 um2. Per STA, the endpoint of the critical path is ULAResult[7]. The report lists the number of standard-cell rows as 22. The net load switching power stands at 138 uW. In this run the worst path has a maximum fanout of 4. The synthesized netlist cell count stands at 163. The number of buffers and inverters on the critical path is 4. By instance count after routing, the leading logic cell type is buf_4. The tightest min-delay check is of the primary input to primary output type. According to the cell report, flip-flops and latches in the layout number 0. The area inside the core boundary stands at 3740 um2.

On the critical path the data arrives at 2.87 ns. Of the total power, combinational logic draws 1.000. The number of filler instances in the final layout stands at 328.

The last timing report of the flow puts the setup violation total at 0. The global placer's final weighted congestion stands at 0.971. Broken down by cell family, the worst path's largest delay share belongs to buffers and inverters. The area taken by multi-input combinational cells is reported as 1310 um2.

The number of warnings printed during yosys synthesis stands at 1. The run finished with clean final reports. The floorplan report gives the top-level pin count as 28. The post-synth area from yosys stat stands at 1200 um2. Setup repair after global routing left no endpoint under its margin.

For this run, the slowest stage of the critical path takes 0.45 ns. The depth of the critical timing path with buffers and inverters included stands at 10. The global routing report lists combined usage of all routing layers as 0.119.

The total placed instance area stands at 1990 um2. Of the available clock period, the critical path in the final layout requires 0.974. Per the STA report, the cell with the highest stage delay on the worst path is clkdlybuf4s50_1. STA puts the critical path data required time at 2.96 ns.

The pre-CTS worst setup slack stands at -0.706 ns. The signed area change from the synthesized netlist to the final layout stands at 91.0%. Clock buffers in the final layout number 0.

The number of different library cells in the post-synthesis netlist stands at 54. The violation count after the first detailed-routing iteration stands at 86. From bottom edge to top edge, the die measures 83 um.

The final hold violation count stands at 0. The floorplan step records an initial core utilization of 0.322. The static leakage stands at 0.00109 uW.

The total detailed-routing wirelength stands at 4.24 mm. By instance count after routing, the leading logic cell types are buf_4 (71), ha_1 (17), inv_2 (11). The count of nets left with antenna violations once routing finished came out at 0. The share of total power in the clock network stands at 0.

Counting I/O delays and the setup requirement, the final critical path takes 3.61 ns. The area of the mapped netlist stands at 1200 um2.
[worst min path at each step]
stage	slack [ns]	start	to
4_1_cts	2.31	SrcB[0]	ULAResult[0]
5_1_grt	2.36	SrcB[6]	Zero
6_report	2.29	SrcB[6]	Zero
[cell usage after synthesis (2+ instances only)]
library cell   n
ha_1          25
inv_1         21
nand2_1        9
nor2_1         9
o211ai_1       7
o21ai_0        6
a21oi_1        5
nand2b_1       5
nor2b_1        5
a211oi_1       4
buf_2          4
a31oi_1        3
and3_1         3
nor3_1         3
o21ai_1        3
o21bai_1       3
or3_1          3
a211o_1        2
a21boi_0       2
a21o_1         2
buf_4          2
fa_1           2
nor3b_1        2
nor4_1         2
o311ai_0       2
[power by group through the flow]
stage	Clock (uW)	Sequential, uW	Combinational [uW]
CTS	0	0	307
global route	0	0	357
finish	0	0	326
[per-layer routing]
layer  up-vias  GRT usage  wire length [um]
met5         -          0                 0
met3         2    0.00591                94
li1        791          -                 -
met1       730      0.171              2160
met2        21      0.200              1980
met4         0    0.00308                10
[metrics by stage]
step	hold slack, ns	util	setup TNS (ns)
detailed placement	2.82	0.531	-3.55
global placement	2.83	0.531	-3.43
floorplan	1.68	-	0
finish	2.29	0.614	0
CTS	2.31	0.593	0
global route	2.36	0.614	0
[logic make-up after synthesis]
logic type      after synthesis  synth area share
compound gates               51             0.308
xor+xnor                      1           0.00728
fa+ha+maj                    27             0.293
buf+inv                      30             0.110
mux                           2            0.0270
simple gates                 52             0.255
[final cells by class]
cell class / instances / share of cell area
inverter: 22 / 0.0370
tap: 48 / 0.0261
timing repair buffer: 104 / 0.366
multi-input combinational: 133 / 0.570
[what timing repair did]
item / in CTS / in global routing
buffers inserted: 7 / 4
endpoints found under the setup margin: 9 / 8
resized: 71 / 35
pin swaps: 21 / 12
hold endpoints to repair: 0 / 0
[worst min-delay path, cell delays in order]
cell and delay (ns):
dlymetal6s2s_1 0.14, inv_2 0.08, ha_4 0.14, buf_4 0.13, a211oi_2 0.04, o21ai_2 0.14, nor4_2 0.04, buf_2 0.10
Power figures rest on the tool's default switching activity, not on a simulated workload.
