`run.sh`:
```
#!/bin/bash
# OpenROAD 26Q1-2900-gdf79404cd8, Yosys 0.63+post, stock flow scripts
make -C /OpenROAD-flow-scripts/flow DESIGN_CONFIG=/design/flow/config.mk WORK_HOME=/design/flow/orfs finish
```
`config.mk`:
```
export PLATFORM = sky130hd
export DESIGN_NAME = DATA_MEMORY
export DESIGN_NICKNAME = DATA_MEMORY
export VERILOG_FILES = /design/flow/design.v
export SDC_FILE = /design/flow/constraint.sdc
export NUM_CORES = 4
export LEC_CHECK = 1
export CORE_UTILIZATION = 50
```
`constraint.sdc`:
```
current_design DATA_MEMORY

set clk_period 19.1
set clk_io_pct 0.2

create_clock -name clk0 -period $clk_period [get_ports {clk}]

set non_clock_inputs [all_inputs -no_clocks]
set_input_delay [expr $clk_period * $clk_io_pct] -clock clk0 $non_clock_inputs
set_output_delay [expr $clk_period * $clk_io_pct] -clock clk0 [all_outputs]
```
`design.v`:
```
module DATA_MEMORY(
input clk,  
input rst,  
input WE,  
input [7:0] WD, 
input [7:0] A, 
output [7:0] RD 
);
reg [7:0] register [255:0]; 
integer j; 
assign RD = register[A];
always@(posedge clk or negedge rst)begin
	if(!rst) begin
		for(j = 0; j < 256; j = j + 1) begin
			register[j] <= 8'b00000000;  
		end
	end		
	else if(WE == 1)begin
		register[A] <= WD;  
		register[0] <= 0;  
	end
end
endmodule
```
==> impl_metrics.xml <==
<?xml version="1.0" encoding="UTF-8"?>
<metrics>
  <group name="status">
    <metric name="run_status" unit="">finished with violations</metric>
    <metric name="failing_checks" unit="">capacitance limit, slew limit</metric>
  </group>
  <group name="global_routing">
    <metric name="first_global_vias" unit="">70920</metric>
    <metric name="antenna_found_initial" unit="">74</metric>
    <metric name="grt_overflow_total" unit="">0</metric>
    <metric name="grt_usage" unit="">0.5932</metric>
    <metric name="wire_length_of_the_first_global_routing_pass" unit="um">675100</metric>
    <metric name="grt_max_degree" unit="">128</metric>
  </group>
  <group name="pwr">
    <metric name="p_int" unit="uW">7170</metric>
    <metric name="max-vdd-ir-drop" unit="V">0.00007602</metric>
    <metric name="p_leak" unit="uW">0.04958</metric>
    <metric name="switching_share" unit="">0.2524</metric>
    <metric name="switchingPower" unit="uW">2421</metric>
    <metric name="powerDensity" unit="nW/um2">92.95</metric>
    <metric name="power.clock.fraction" unit="">0.448</metric>
    <metric name="power_frac_seq" unit="">0.487</metric>
    <metric name="power.share.combinational" unit="">0.065</metric>
  </group>
  <group name="clock_tree">
    <metric name="cts_resizes" unit="">0</metric>
    <metric name="ctsRootBufferMaster" unit="">clkbuf_16</metric>
    <metric name="clock.latency.late_pin" unit="ns">0.88</metric>
    <metric name="cts-hold-fix-buffers" unit="">0</metric>
    <metric name="clock_tree.buffer_depth" unit="">3</metric>
    <metric name="cts.clk_slew.worst_paths" unit="ns">0.06</metric>
    <metric name="postCtsSetupRepairBufs" unit="">0</metric>
    <metric name="tritoncts_clock_tree" unit="">done</metric>
    <metric name="clock_sinks" unit="">2040</metric>
    <metric name="numCtsBuffers" unit="">217</metric>
    <metric name="ctsHtreeMaxLevel" unit="">4</metric>
  </group>
  <group name="min_path">
    <metric name="hp-class" unit="">reg2reg</metric>
    <metric name="min_path_cells" unit="">1</metric>
  </group>
  <group name="timing">
    <metric name="setup_repair_after_global_routing_missed_its_margin" unit="">no</metric>
    <metric name="clk_skew" unit="ns">0</metric>
    <metric name="report.final.setup_viol" unit="">0</metric>
    <metric name="final_number_of_max_transition_violations" unit="">19</metric>
    <metric name="finalCritPeriodShare" unit="">0.7395</metric>
    <metric name="setup_tns" unit="ns">0</metric>
    <metric name="timing_hold_violations_final" unit="">0</metric>
    <metric name="timing.max_slew.rel_slack" unit="">-0.08143</metric>
    <metric name="finalCriticalPeriod" unit="ns">14.13</metric>
    <metric name="max_slew.worst_pin.slew" unit="ns">1.600</metric>
    <metric name="max_clock_freq" unit="MHz">70.80</metric>
  </group>
  <group name="synthesis">
    <metric name="ys.warnings.count" unit="">2</metric>
    <metric name="topCombFamilyByArea" unit="">multiplexers</metric>
    <metric name="netlist_area" unit="um2">90760</metric>
    <metric name="synth-edff-count" unit="">0</metric>
    <metric name="ys_async_sr_fraction" unit="">1.000</metric>
    <metric name="yosysUniqueCellTypes" unit="">52</metric>
    <metric name="ys_top_cells_by_area" unit="">dfrtp_1 56%, mux2_2 25%, a22oi_1 3.5%</metric>
    <metric name="syn-instance-count" unit="">6833</metric>
    <metric name="postSynthRegisterBits" unit="">2040</metric>
    <metric name="synth.cellmix.xorXnorShare" unit="">0</metric>
    <metric name="yosysTopAreaCellShare" unit="">0.5625</metric>
    <metric name="synth.cellmix.simpleShare" unit="">0.06558</metric>
    <metric name="synth-area-yosys" unit="um2">90760</metric>
    <metric name="synthFlopType" unit="">dfrtp_1</metric>
    <metric name="synthTopCellsByCount" unit="">2,040 x dfrtp_1, 2,040 x mux2_2, 422 x a22oi_1</metric>
    <metric name="synthDominantAreaCellType" unit="">dfrtp_1</metric>
    <metric name="synth-compound-area-share" unit="">0.09077</metric>
    <metric name="yosysSeqAreaShare" unit="">0.5625</metric>
    <metric name="synth_stat.cells" unit="">6833</metric>
    <metric name="mux_area_frac" unit="">0.2531</metric>
    <metric name="synthesis.area_per_instance" unit="um2">13.28</metric>
    <metric name="adder_cell_area_share_of_the_yosys_netlist" unit="">0</metric>
  </group>
  <group name="floorplan">
    <metric name="die_height" unit="um">428.0</metric>
    <metric name="initial_core_util" unit="">0.5027</metric>
    <metric name="design.core.area" unit="um2">180500</metric>
    <metric name="std_cell_rows" unit="">156</metric>
    <metric name="floorplan.io_pins" unit="">27</metric>
    <metric name="chip_area" unit="um2">183200</metric>
    <metric name="die_w" unit="um">428.0</metric>
  </group>
  <group name="setup_path">
    <metric name="timing.setup.critical_path_class" unit="">in2out</metric>
    <metric name="worstSetupStartpointType" unit="">input pin</metric>
    <metric name="cp_max_fo" unit="">32</metric>
    <metric name="crit_path_end_kind" unit="">output pin</metric>
    <metric name="crit_required" unit="ns">15.28</metric>
    <metric name="reg2reg_depth" unit="">1</metric>
    <metric name="cp.arrival" unit="ns">10.31</metric>
  </group>
  <group name="placement">
    <metric name="post-dp-hpwl" unit="um">353100</metric>
    <metric name="gp_congestion" unit="">1.171</metric>
    <metric name="port_buffers" unit="">26</metric>
  </group>
  <group name="job">
    <metric name="openroad.warnings" unit="">41</metric>
    <metric name="max-cap-violations" unit="">5</metric>
  </group>
  <group name="detailed_routing">
    <metric name="via_count" unit="">73630</metric>
    <metric name="first_pass_iters" unit="">8</metric>
    <metric name="detail_route.wl_per_cell" unit="um">53.17</metric>
    <metric name="routed_wl" unit="um">513800</metric>
    <metric name="post_drt_via_cell_ratio" unit="">7.619</metric>
    <metric name="route.antenna.remaining_nets" unit="">0</metric>
    <metric name="drtIter0Drc" unit="">8585</metric>
    <metric name="route.detailed.drc" unit="">0</metric>
  </group>
  <group name="final_layout">
    <metric name="top_regs" unit="">register (2040)</metric>
    <metric name="most_flop_heavy_register" unit="">register</metric>
    <metric name="seq_area" unit="um2">51050</metric>
    <metric name="layout.core_utilization" unit="">0.5715</metric>
    <metric name="multi_input_comb_area" unit="um2">37510</metric>
    <metric name="largest_register_ff_count" unit="">2040</metric>
    <metric name="final_layout_size_suffix_gt1_frac" unit="">0.4143</metric>
    <metric name="syn2layout_area_growth" unit="%">13.69</metric>
    <metric name="n_fill_cell" unit="">14380</metric>
  </group>
</metrics>
layout by cell type, fill, tap and decap left out, types with 72 or more instances in the layout:
cell,n
nor2_1,118
dfrtp_1,2040
buf_4,502
nand2_1,254
diode_2,105
a22o_1,72
a32oi_1,200
o22ai_1,144
nand3_1,371
mux2_2,2040
clkbuf_16,222
a22oi_1,422
nand4_1,108
worst paths after layout:
path                       slack (ns)                           end                          from
hold reg to reg                  0.50  register[104][6]$_DFFE_PN0P_  register[104][6]$_DFFE_PN0P_
setup reg to reg                17.76  register[177][4]$_DFFE_PN0P_  register[177][4]$_DFFE_PN0P_
max in group asynchronous       11.59  register[103][4]$_DFFE_PN0P_                           rst
hold / removal                   0.50  register[104][6]$_DFFE_PN0P_  register[104][6]$_DFFE_PN0P_
min in group asynchronous        2.88   register[81][1]$_DFFE_PN0P_                           rst
setup / recovery                 4.97                         RD[0]                          A[6]
worst max-delay path: stages:
cell and delay, ns:
clkdlybuf4s50_1 0.50, buf_4 0.44, nor4b_4 0.10, buf_4 0.24
buf_4 0.29, buf_4 0.34, buf_4 0.36, a22oi_1 0.37
o22ai_1 0.14, nor4_1 1.20, buf_4 0.28, nand4_1 0.66
or4_1 0.89, clkdlybuf4s50_1 0.48
logic make-up after synthesis:
kind of cell | count (synthesis)
muxes | 2040
DFF | 2040
and+or+nand+nor | 1124
AOI/OAI and AO/OA | 1050
buffers and inverters | 579
metrics by stage:
| stage | instances | worst slack [ns] | cell area, um2 | total power (uW) | hold WS [ns] |
|---|---|---|---|---|---|
| after detailed placement | 9161 | 5.540 | 95790 | 5334 | 0.4846 |
| final | 9663 | 4.975 | 103200 | 9591 | 0.4986 |
| after CTS | 9558 | 5.515 | 102900 | 9551 | 0.4972 |
| after global routing | 9603 | 5.472 | 103000 | 9763 | 0.5073 |
| after floorplan | 6833 | 9.401 | 90760 | 4972 | 0.4706 |
| after global placement | 9161 | 5.473 | 95790 | 5319 | 0.4790 |
routing by layer:
layer | wire [um] | share of wire | global-route usage
met3 | 96340 | 0.19 | 0.4673
met5 | 3667 | 0.0071 | 0.1928
met1 | 168500 | 0.33 | 0.6889
met4 | 51690 | 0.10 | 0.4338
met2 | 193600 | 0.38 | 0.7122
power by group through the flow:
stage	Combinational (uW)	Sequential (uW)	Clock, uW
final	625	4670	4300
after CTS	602	4660	4290
after global routing	638	4680	4440
cell type report:
cell class                      count  share of cell area
Multi-Input combinational cell   4214              0.3635
Antenna cell                      105            0.002546
Clock buffer                      343             0.06435
Timing Repair Buffer              537             0.04136
Clock inverter                     54            0.004790
Sequential cell                  2040              0.4947
Tap cell                         2370             0.02874
Power is estimated from default activity; no workload was simulated.
